**flow/constraint.sdc**
```tcl
current_design tas

set clk_period 2.3
set clk_io_pct 0.2

create_clock -name clk0 -period $clk_period [get_ports {clk_2}]
create_clock -name clk1 -period $clk_period [get_ports {clk_50}]

set non_clock_inputs [all_inputs -no_clocks]
set_input_delay [expr $clk_period * $clk_io_pct] -clock clk0 $non_clock_inputs
set_output_delay [expr $clk_period * $clk_io_pct] -clock clk0 [all_outputs]
```
**flow/run.sh**
```bash
#!/bin/bash
# OpenROAD 26Q1-2900-gdf79404cd8, Yosys 0.63+post, stock flow scripts
make -C /OpenROAD-flow-scripts/flow DESIGN_CONFIG=/design/flow/config.mk WORK_HOME=/design/flow/orfs finish
```
**flow/design.v**
```verilog
module fifo ( 
       input            wr_clk,    
       input            rd_clk,    
       input            reset_n,   
       input            wr,        
       input            rd,        
       input      [7:0] data_in,   
       output reg [7:0] data_out,  
       output           empty,     
       output           full       
	   );
	logic rd_toggle;
	logic wr_toggle;
	logic [2:0] rd_ptr;
	logic [2:0] wr_ptr;
	logic [7:0] mem [7:0];
	logic sfull;
	logic sempty;
	always_ff @ (posedge wr_clk, negedge reset_n)
		begin
			if (~reset_n)
				data_out <= 0;
			else if (wr)
				mem[wr_ptr] <= data_in;		
		end
	always_ff @ (posedge rd_clk, negedge reset_n)
		begin
			if(~reset_n)
				mem[0] <= 0;
			else if (rd)
				data_out <= mem[rd_ptr];
		end
	always_ff @ (posedge wr_clk, negedge reset_n)
		begin
			if (~reset_n)
				wr_ptr <= 0;
			else if (wr)
				begin
					if (wr_ptr == 7)
						wr_toggle = ~wr_toggle;
					wr_ptr <= wr_ptr + 1;
				end				
			else
				wr_ptr <= wr_ptr;
		end
	always_ff @ (posedge rd_clk, negedge reset_n)
		begin
			if(~reset_n)
				rd_ptr <= 0;
			else if (rd)
				begin
					if(rd_ptr == 7)
						rd_toggle = ~rd_toggle;
					rd_ptr <= rd_ptr + 1;
				end
			else 
				rd_ptr <= rd_ptr;
		end	
	always_ff @ (posedge wr_clk, negedge reset_n)
		begin
			if (~reset_n)
				begin
					sfull <= 0;
					wr_toggle <= 0;
				end
			else if ((rd_toggle != wr_toggle) && (wr_ptr == 1))
				sfull <= 1;
			else
				sfull <= 0;
		end
	always_ff @ (posedge rd_clk, negedge reset_n)
		begin
			if (~reset_n)
				begin
					sempty <= 1;
					rd_toggle <= 0 ;
				end
			else if ((rd_toggle == wr_toggle) && (rd_ptr == 0))
				sempty <= 1;
			else
				sempty <= 0;
		end	
	assign full = sfull;
	assign empty = sempty;
endmodule
module avg(
	input clk,
	input reset_n,
	input [7:0] data_in,
	input r_avg,
	output [7:0] avg
);
logic [9:0] temp;
assign avg = temp >> 2;
always_ff @(posedge clk, negedge reset_n)
	begin
		if(~reset_n)
			temp <= 0;
		else if(r_avg)
			temp <= temp + data_in;
		else
			temp <= data_in;
	end
endmodule
module ctl_2 (
	input clk,
	input reset_n,
	input empty,
	output logic r_avg,
	output logic rd_ptr,
	output logic wr_ram
);
enum reg {
	dont_read = 1'b0,
	read = 1'b1,
	unknown_r	= 'x
} read_cs, read_ns;
enum reg [2:0] {
	zero = 3'b000,
	add1 = 3'b001,
	add2 = 3'b010,
	add3 = 3'b011,
	add4 = 3'b100,
	unknown_c = 'x
} counter_cs, counter_ns;
enum reg {
	dont_write = 1'b0, 
	write   = 1'b1,
	unknown_w = 'x
} write_cs,write_ns;
always_ff @ (posedge clk, negedge reset_n)
	if(~reset_n)
		begin
			read_cs <= dont_read;
			counter_cs <= zero;
			write_cs <= dont_write;
		end
	else
		begin
			read_cs <= read_ns;
			counter_cs <= counter_ns;
			write_cs <= write_ns;
		end
always_comb
	begin
		read_ns = unknown_r;
		rd_ptr = 0;
		case(read_cs)
			dont_read:
				if (empty == 0)
					read_ns = read;
				else
					read_ns = dont_read;
			read:
				begin
					rd_ptr = 1;
					read_ns = dont_read;
				end
		endcase
	end
always_comb
	begin
		counter_ns = unknown_c;
		case(counter_cs)
			zero:
				if((empty==0) & (read_cs == read))
					counter_ns = add1;
				else
					counter_ns = zero;
			add1:
				if((empty==0) & (read_cs == read))
					counter_ns = add2;
				else
					counter_ns = add1;
			add2:
				if((empty==0) & (read_cs == read))
					counter_ns = add3;
				else
					counter_ns = add2;
			add3:
				if((empty==0) & (read_cs == read))
					counter_ns = add4;
				else
					counter_ns = add3;
			add4:	counter_ns = zero;
		endcase
	end	
always_comb
	begin
		write_ns = unknown_w;
		wr_ram = 0;
		case(write_cs)
			dont_write:
				if((read_cs == read) & (counter_cs == add3))
					write_ns = write;
			write:	
				begin
					wr_ram = 1;
					write_ns = dont_write;
				end
		endcase
	end
always_comb
	if(counter_cs==add4)
		r_avg = 1;
	else
		r_avg = 0;
endmodule
module ctl_50 (
	input clk,
	input reset_n,
	input data_ena,
	input a5_c3,
	output logic wr_ptr
);
logic data_done;
enum reg {
	write = 1'b1,
	dont_write = 1'b0,
	unknown_w = 'x
}write_cs, write_ns;
enum reg [2:0]{
	header = 3'b000,
	data1 = 3'b001,
	data2 = 3'b010,
	data3 = 3'b011,
	data4 = 3'b100,
	unknown_c = 'x
}counter_cs, counter_ns;
enum reg{
	allow = 1'b1,
	dont_allow = 1'b0,
	unknown_a = 'x
}allow_cs, allow_ns;
enum reg{
	temp = 1'b1,
	not_temp = 1'b0,
	unknown_p = 'x
}packet_cs, packet_ns;
always_ff @ (posedge clk, negedge reset_n)
	if(~reset_n)
		begin
			allow_cs <= dont_allow;
			packet_cs <= not_temp;
			counter_cs <= header;
			write_cs <= dont_write;
		end
	else
		begin
			allow_cs <= allow_ns;
			packet_cs <= packet_ns;
			counter_cs <= counter_ns;
			write_cs <= write_ns;
		end
always_comb
	begin
		allow_ns = unknown_a;
		if(data_ena)
			allow_ns = allow;
		else
			allow_ns = dont_allow;
	end
always_comb
	begin
		packet_ns = unknown_p;
		case(packet_cs)
			temp:
				if(packet_cs != header)
					packet_ns = temp;
				else
					packet_ns = not_temp;
			not_temp:
				if((packet_cs == header) & a5_c3)
					packet_ns = temp;
				else
					packet_ns = not_temp;
		endcase
	end
always_comb
	begin
		counter_ns = unknown_c;
		case(counter_cs)
			header:
				if((allow_cs))
					counter_ns = data1;
				else
					counter_ns = header;
			data1:
				if((!data_ena) && (allow_cs))
					counter_ns = data2;
				else
					counter_ns = data1;
			data2:
				if((!data_ena) && (allow_cs))
					counter_ns = data3;
				else
					counter_ns = data2;
			data3:
				if((!data_ena) && (allow_cs))
					counter_ns = data4;
				else
					counter_ns = data3;
			data4:
				if((!data_ena) && (allow_cs))
					counter_ns = header;
				else
					counter_ns = data4;
		endcase
	end	
always_comb
	begin
		write_ns = unknown_w;
		wr_ptr = 0;
		case(write_cs)
			dont_write:
				if(((counter_cs != header) & (allow_cs)) & (packet_cs == temp))
					write_ns = write;
				else
					write_ns = dont_write;
			write:
				begin
					wr_ptr = 1;
					write_ns = dont_write;
				end
		endcase
	end	
endmodule	
module ram(
	input clk,
	input reset_n,
	input wr_ram,
	output logic [10:0] ram_add
);
always_ff @ (posedge clk, negedge reset_n)
	begin
		if(~reset_n)
			ram_add <= 11'h7FF;
		else if((ram_add == 0) & wr_ram)
			ram_add <= 11'h7FF;
		else if(wr_ram)
			ram_add <= ram_add - 1;
	end
endmodule
module shift_reg(
	input shift_en,
	input clk_50,
	input reset_n,
	input data_in,
	output logic [7:0] data_out
);
	logic [7:0] temp; 
	always_ff @ (posedge clk_50, negedge reset_n)
		begin
			if(~reset_n)
				temp <= 0;
			else if(shift_en)
			begin
				temp <= (temp >> 1);
				temp[7] <= data_in;
			end
		end
	assign data_out = temp;
endmodule
module tas (
       input  clk_50,                
       input  clk_2,                 
       input  reset_n,               
       input  serial_data,           
       input  data_ena,              
       output ram_wr_n,              
       output [7:0] ram_data,        
       output [10:0] ram_addr        
       );
	wire [7:0] serial_out;
	wire wr_ptr;
	wire empty;
	wire rd_ptr;
	wire wr_ram;
	wire [7:0] fifo_out;
	wire r_avg;
	reg a5_c3;
	assign a5_c3 = (serial_out == 8'hA5) || (serial_out == 8'hC3);
	shift_reg shift(
		.shift_en(data_ena),
		.clk_50(clk_50),
		.reset_n(reset_n),
		.data_in(serial_data),
		.data_out(serial_out)
	);
	ctl_50 my_clk_50(
		.clk(clk_50),
		.reset_n(reset_n),
		.data_ena(data_ena),
		.a5_c3(a5_c3),
		.wr_ptr(wr_ptr)
	);
	ctl_2 my_clk_2(
		.clk(clk_2),
		.reset_n(reset_n),
		.empty(empty),
		.r_avg(r_avg),
		.rd_ptr(rd_ptr),
		.wr_ram(ram_wr_n)
	);
	fifo my_fifo( 
       .wr_clk(clk_50),    
       .rd_clk(clk_2),    
       .reset_n(reset_n),   
       .wr(wr_ptr),        
       .rd(rd_ptr),        
       .data_in(serial_out),   
       .data_out(fifo_out),  
       .empty(empty),     
       .full()       
	);
	ram my_ram(
		.clk(clk_2),
		.reset_n(reset_n),
		.wr_ram(ram_wr_n),
		.ram_add(ram_addr)
	);
	avg my_avg(
		.clk(clk_2),
		.reset_n(reset_n),
		.data_in(fifo_out),
		.r_avg(r_avg),
		.avg(ram_data)
	);
endmodule	
```
**flow/config.mk**
```make
export PLATFORM = sky130hd
export DESIGN_NAME = tas
export DESIGN_NICKNAME = tas
export VERILOG_FILES = /design/flow/design.v
export SDC_FILE = /design/flow/constraint.sdc
export NUM_CORES = 4
export LEC_CHECK = 1
export CORE_AREA = 10 10 79 79
export DIE_AREA = 0 0 89 89
```
==> results.txt <==
Status = complete, no violations
Post-synthesis chip area from yosys = 697 µm²
Top cell excl fill/tap = clkdlybuf4s50_1
Cell count of the worst reg-to-reg path = 3
Number of placed I/O pins = 25
Setup repair after global routing missed its margin = no
Category of the worst setup path capture point = primary output
Worst reg2reg path endpoint = my_ram.ram_add[8]
Count of instantiated cells in the yosys netlist = 70
Largest delay share family, worst path = flip-flops
Crit. path cell count = 1
Clk slew on worst S/H paths = 0.05 ns
Mean area per synthesized cell = 9.96 µm²
Netlist area before placement = 697 µm²
Routability-driven placement congestion ratio = 0.757
Register Area = 314 µm²
Data required, critical path = 1.84 ns
Wire length after detailed routing = 1610 µm
Slack of the worst reg-to-reg path = 0.66 ns
Post-detail-place hpwl = 1220 µm
Top logic cells by instance count in the layout = clkdlybuf4s50_1 (13), dfstp_2 (11), conb_1 (8), inv_1 (4), o31ai_1 (4)
Critical path destination = ram_addr[2]
Standard cell core area = 4660 µm²
Async SR Flop Fraction = 100%
Pin count of the biggest net entering global routing = 13
Worst slew margin relative to its limit = 54.6%
CTS Hold Buffers Added = 0
Flops out of synthesis = 12
Port Buffers = 13
Clk buf depth = 2
Cell area after placement = 852 µm²
Sequential share of the synthesized area = 45.1%
Number of maximum-capacitance constraint violations = 0
Total iterations of the first detailed-routing run = 3
Accumulated negative setup slack = 0 ns
Synth warn = 36
Post-Synthesis Cells = 70
Crit path arrival time = 1.35 ns
Category of the worst setup path launch point = flip-flop
Total die size = 7920 µm²
# H-tree levels = 1
Antenna violations before repair = 0
Antenna Cells = 0
Routed wire length on met3 = 168 µm
Path type of the worst min-delay path = flip-flop to flip-flop
Power density cells = 460 nW/µm²
Number of library cell types mapped by synthesis = 31
Flip-flops with a built-in enable = 0
Standard cell with the maximum stage delay on the critical path = dfstp_2
Dominant register cell = dfstp_2
DIE HEIGHT = 89 µm
Wire length of the first global-routing pass = 2790 µm
Setup fix buffers added after clock tree synthesis = 0
Share of post-route cells with drive strength above 1 = 20.0%
Cts bufs inserted = 3
Row count = 25
Width of the die = 89 µm
Final routed wire length divided by cell count = 11.6 µm
Transition time at the pin with the least slew margin = 0.675 ns
Global-route total usage across every layer = 4.36%
Critical-path cell list = clkdlybuf4s50_1
Maximum fanout count along the critical path = 9
Combined area of the multi-input logic cells = 318 µm²
Setup clock skew after layout = 0.00294 ns
Number of global-route vias before repair = 575
Count of buffering cells on the critical path with inverters included = 1
Metal-1 WL = 723 µm
Crit path from = my_ram.ram_add[2]
Met2 Wirelength = 674 µm
Via count of the routed design = 541
Drt via density = 3.89
Area delta synth->final = 28.7%
Number of fillers in the final layout = 500
CTS-repair resized insts = 0
GR Overflow Total = 0
Leakage Power = 0.336 nW
DR top layer = met4
Final tally of hold violations = 0
Worst r2r src = my_ram.ram_add[3]
Maximum vdd ir drop = 0.152 mV
Clock root buffer master = clkbuf_8
Number of routed nets with antenna violations = 0
Crit path largest cell delay = 0.61 ns
Initial drt markers = 26
Post-route DRC = 0
Floorplan Utilization = 15.0%
CTS tree = done
Type of the setup path with the least slack = flip-flop to primary output
Number of sinks handled by clock tree synthesis = 12
Total of endpoints with negative setup slack in the final report = 0
Post-route standard cell area excluding fillers = 897 µm²
Number of max-slew violations in the final report = 0
Overall Power = 0.413 mW
Stage-log warning count = 30
==> area by class of cell <==
| class | count | area share, % |
|---|---|---|
| Tap cell | 54 | 7.53 |
| Sequential cell | 12 | 35.0 |
| Multi-Input combinational cell | 51 | 35.4 |
| Timing Repair Buffer | 14 | 15.3 |
| Inverter | 4 | 1.67 |
| Clock buffer | 4 | 5.02 |
==> Yosys cell counts, types with 2 or more instances <==
| master | n | area (µm²) |
|---|---|---|
| dfstp_2 | 11 | 289 |
| buf_4 | 8 | 60.1 |
| inv_1 | 4 | 15.0 |
| o31ai_1 | 4 | 30.0 |
| a21oi_1 | 3 | 15.0 |
| a31oi_1 | 3 | 18.8 |
| nand3_1 | 3 | 15.0 |
| nor2_1 | 3 | 11.3 |
| o21ai_0 | 3 | 15.0 |
| a21boi_0 | 2 | 15.0 |
| ha_1 | 2 | 25.0 |
| nand2_1 | 2 | 7.51 |
| nor4_1 | 2 | 12.5 |
| o41ai_1 | 2 | 17.5 |
| or3_1 | 2 | 12.5 |
==> state kept, by name, indices dropped and copies added (netlist names) <==
register	count
my_clk_2.write_cs	1
my_ram.ram_add	11
==> power by group <==
group	switching (mW)	leakage (nW)	internal (mW)
Sequential	0	0.129	0.212
Combinational	0.00459	0.184	0.00149
Clock	0.0728	0.0228	0.122
Total	0.0774	0.336	0.336
==> per-stage QoR <==
| step | std cells | worst slack (ns) | util, % | hold WS, ns |
|---|---|---|---|---|
| 2_1_floorplan | 77 | 0.699 | - | 0.164 |
| 3_3_place_gp | 135 | 0.678 | 18.3 | 0.491 |
| 3_5_place_dp | 135 | 0.683 | 18.3 | 0.489 |
| 4_1_cts | 139 | 0.474 | 19.2 | 0.497 |
| 5_1_grt | 139 | 0.435 | 19.2 | 0.543 |
| 6_report | 139 | 0.493 | 19.2 | 0.500 |
==> kinds of logic (layout without fill, tap and decap cells) <==
| family | Yosys count | count (layout) | share of synthesized area [%] |
|---|---|---|---|
| other | 1 | 8 | 0.538 |
| adder cells (fa/ha/maj) | 2 | 2 | 3.59 |
| XOR/XNOR | 1 | 1 | 1.26 |
| buffers and inverters | 14 | 22 | 13.1 |
| AND-OR/OR-AND | 20 | 20 | 18.9 |
| flip-flops | 12 | 12 | 45.1 |
| AND/OR/NAND/NOR | 20 | 20 | 17.6 |
==> per-layer routing <==
metal,up-vias,GRT usage [%]
met3,2,2.02
met4,0,1.01
met5,-,0
met1,244,5.51
met2,17,6.65
li1,278,-
==> worst min path at each step <==
stage | start | end | slack [ns] | cells past startpoint
final | my_ram.ram_add[9] | my_ram.ram_add[9] | 0.50 | 2
after global routing | my_ram.ram_add[9] | my_ram.ram_add[9] | 0.54 | 2
after CTS | my_ram.ram_add[9] | my_ram.ram_add[9] | 0.50 | 2
Power and IR drop assume default switching activity.
