==> /design/flow/design.v <==
module gcd( input [31:0] a_in,           
            input [31:0] b_in,           
            input start,                 
            input reset_n,               
            input clk,                   
            output reg [31:0] result,   
            output reg done);           
logic [31:0] reg_a;
logic [31:0] reg_b;
logic a_lt_b;
logic b_neq_zero;
  enum reg [1:0]{
	ALOAD_A = 2'b00,
	ASUB_B =  2'b01,
	ALOAD_B = 2'b10,
	AHOLD =   2'b11
  }mux_a;
  enum reg [1:0]{
	BLOAD_B = 2'b00,
	BLOAD_A = 2'b01,
	BHOLD =   2'b10
	} mux_b;
always_ff @(posedge clk, negedge reset_n) 
begin
  if (!reset_n)
	begin
		reg_a <= 0;
	end
	else
		begin	
			case (mux_a)
				ALOAD_A: 
					reg_a <= a_in;
				ASUB_B:
					reg_a <= reg_a - reg_b;
				ALOAD_B:
					reg_a <= reg_b;
				AHOLD:
					reg_a <= reg_a;
			endcase
		end
end
always_ff @(posedge clk, negedge reset_n) 
begin
  if (!reset_n)
	begin
		reg_b <= 0;
	end
  else
	begin
		case(mux_b)
			BLOAD_B: 
				reg_b <= b_in;
			BLOAD_A:
				reg_b <= reg_a;
			BHOLD:
				reg_b <= reg_b;
		endcase
	end
end
assign a_lt_b = (reg_a < reg_b); 
assign b_neq_zero = (reg_b != 0);
assign result = reg_a;
  enum reg [1:0]{
	IDLE = 2'b00,
	RUN =  2'b01,
	DONE = 2'b10,
	XX =    'x
}p_state,n_state;
always_ff @(posedge clk, negedge reset_n)
    if (!reset_n) 
		p_state <= IDLE;
	else
		p_state <= n_state;
always_comb 
begin
  n_state = XX;        
  case (p_state)  
	IDLE:
		begin
			if(start)
				n_state = RUN;
			else
				n_state = IDLE;
		end
	RUN:
		begin
			if(a_lt_b)
				n_state = RUN;
			else if (b_neq_zero)
				n_state = RUN;
			else
				n_state = DONE;
		end
	DONE:
		n_state = IDLE;
  endcase
end
always_comb 
begin
  mux_a = AHOLD;   
  mux_b = BHOLD;
  done = 1'b0;
    case (p_state)
		IDLE:
			if(start)
				begin
					mux_a = ALOAD_A;
					mux_b = BLOAD_B;
				end
			else
				begin
					mux_a = AHOLD;
					mux_b = BHOLD;
				end
		RUN:
			if(a_lt_b)
				begin
					mux_a = ALOAD_B;
					mux_b = BLOAD_A;
				end
			else if(b_neq_zero)
				begin
					mux_a = ASUB_B;
					mux_b = BHOLD;
				end
			else
				begin
					mux_a = AHOLD;
					mux_b = BHOLD;
				end
		DONE:
			begin
				mux_a = AHOLD;
				mux_b = BHOLD;
				done = 1;
			end
	endcase
end
endmodule
==> /design/flow/run.sh <==
#!/bin/bash
# OpenROAD 26Q1-2900-gdf79404cd8, Yosys 0.63+post, stock flow scripts
make -C /OpenROAD-flow-scripts/flow DESIGN_CONFIG=/design/flow/config.mk WORK_HOME=/design/flow/orfs finish
==> /design/flow/config.mk <==
export PLATFORM = sky130hd
export DESIGN_NAME = gcd
export DESIGN_NICKNAME = gcd
export VERILOG_FILES = /design/flow/design.v
export SDC_FILE = /design/flow/constraint.sdc
export NUM_CORES = 4
export LEC_CHECK = 1
export CORE_UTILIZATION = 50
==> /design/flow/constraint.sdc <==
current_design gcd

set clk_period 13.0
set clk_io_pct 0.2

create_clock -name clk0 -period $clk_period [get_ports {clk}]

set non_clock_inputs [all_inputs -no_clocks]
set_input_delay [expr $clk_period * $clk_io_pct] -clock clk0 $non_clock_inputs
set_output_delay [expr $clk_period * $clk_io_pct] -clock clk0 [all_outputs]
==> notes.md <==
Implementation numbers.

- The vertical extent of the die is 106 um.
- The number of buffers created by CTS is 9.
- The number of inserted diodes is 0.
- The launch point of the worst min-delay path is recorded as p_state[1]$_DFF_PN0_.
- The post-layout period usage of the worst path is 36.6%.
- The total setup violations reported at the end of the flow is 0.
- The synthesized netlist has a Yosys-reported chip area of 5380 um2.
- The destination of the worst register-to-register timing path is reg_a[3]$_DFFE_PN0P_.
- The number of max-capacitance violations reported is 0.
- After synthesis, the largest family of logic cells by area is AND-OR/OR-AND gates.
- The commonest register cell after synthesis is dfrtp_1.
- The tool warning count for the run is 26.
- The worst setup timing slack at the placement stage is 7.86 ns.
- The clock period could shrink to 4.76 ns.
- The cell-mix breakdown from Yosys lists the XOR/XNOR area share as 4.40%.
- TritonCTS built the clock tree.
- STA classifies the critical path startpoint as an input port.
- Once placement completed, the tool counted placed cells totaling 855.
- The report shows a maximum critical-path fanout of 41.
- The count of instantiated cells in the yosys netlist is 645.
- The deepest level of the CTS H-tree is 3.
- In the final routed layout, each cell accounts on average for 17.4 um.
- Per the skew report, the later register of the worst-skew pair sees a clock latency of 0.37 ns.
- Excluding fillers, the count of instances in the completed layout stands at 870.
- The run finished with clean final reports.
- The synthesized-area fraction occupied by adder cells is 7.82%.
- The setup TNS is 0 ns.
- The number of synthesized flops with an enable pin is 0.
- According to the floorplan log, the row count is 37.
- STA puts the critical path data arrival time at 5.05 ns.
- The initial standard-cell utilization of the core is 51.9%.
- Buffers inserted to repair hold after CTS numbered 0.
- The via-per-instance ratio is 5.86.
- The final tally of hold violations is 0.
- The placeable core area is 10,400 um2.
- The kind of critical path is input port to flop.
- The count of mapped cells out of synthesis is 645.
- The combined global-route utilization of all metal layers is 29.2%.
- The clock-pin slew reported for the worst setup and hold paths after clock tree synthesis is 0.07 ns.
- The die area is 11,200 um2.
- Checking hold timing, the worst path is listed with class flop to flop.
- The dominant logic cell type in the layout is clkdlybuf4s50_1.
- The total wirelength of the detailed-routed design is 15,200 um.
- The timing report gives the worst reg2reg path a setup slack of 8.86 ns.
- In this run, distinct cell masters in the synthesized netlist total 66.
- The pin closest to its max-slew limit shows a slew of 0.912 ns.
- The area growth from synthesis to layout is 22.0%.
- The final number of max-transition violations is 0.
- The average footprint of a synthesized cell is 8.34 um2.
- The yosys synthesis warning count is 2.
- The number of resized instances in the post-cts repair step is 0.
- The cell at the root of the clock tree is clkbuf_8.
- The sum of net half-perimeters after detailed placement is 11,300 um.
- Setup repair after global routing left no endpoint under its margin.
- The endpoint type of the worst setup path is a flop.
- The number of antenna violations at the first check in global routing is 0.
- In this build the clock could be raised as far as 210 MHz.
- The number of global-route vias before repair was 4,912.
- Of the total synthesized cell area, the portion taken by AND-OR and OR-AND cells is 28.6%.
- In the final layout, the fill cell count is 899.
- The initial detailed-routing violation count is 290.
- Leaving out fill and tap cells, the most frequent cells in the layout are 98 x clkdlybuf4s50_1, 71 x nand2_1, 67 x nor2_1.
- The normalized max-slew margin is 39.0%.
- As logged by OpenROAD, the buffers inserted on ports number 99.
- Across all setup checks in the final design, the least slack found is 8.24 ns.
- Entering global routing, the biggest net connects 42 pins.
- The synthesis stat section lists a flop and latch total of 67.
- No sink is reached through more buffers than the 2 on the longest clock path.
- Summing over every cut layer, the via total after detailed routing is 5,098.
- The utilization of the core after routing is 63.3%.
- The congestion estimate from routability-driven global placement came to 0.967.
- Once the clock tree was built, the setup fixing pass inserted 0 buffers.
- In the synthesized netlist the async set-or-reset flop fraction comes to 100%.
- Summing the sequential cell areas from Yosys gives 31.2% of the chip area.
- The share of final-layout standard cells stronger than drive strength 1 is 5.45%.
- The wire length of the first global-routing pass is 25,000 um.
- The worst reg2reg path depth is 13.
- The floorplan die width is 106 um.
- In this run the cell area of the synthesized design comes to 5380 um2.
- The startpoint identified for the worst register-to-register timing path is reg_a[0]$_DFFE_PN0P_.
- TritonCTS reports the number of clock sinks as 67.
- The total grt overflow is 0.
- The final non-filler cell area is 6560 um2.
- The placement stage leaves a total instance area of 6400 um2.
- For reference, simple AND, OR, NAND and NOR cells occupy 15.4% of the area reported after synthesis.
- The hold-critical path depth is 1.
- The final hold slack is 0.513 ns.
- In the routed design, unresolved DRC markers number 0.
- In this run the remaining antenna-violating nets after routing total 0.
- The required time of the critical path is 13.29 ns.
- The mux contribution to synthesized area is 6.14%.
- The I/O pin count is 100.
- The first TritonRoute pass finished after 6 iterations.
- The final timing report lists clock skew as 0.00605 ns.
- Hold analysis lists the worst path endpoint as p_state[0]$_DFF_PN1_.
-- layer usage --
| metal | part of all wire, % | global-route usage [%] | wire [um] | up-vias |
|---|---|---|---|---|
| met5 | 0 | 0 | 0 | - |
| met4 | 1.3 | 3.08 | 204 | 0 |
| met3 | 6.1 | 5.80 | 926 | 13 |
| met2 | 46 | 45.4 | 6940 | 169 |
| met1 | 47 | 45.0 | 7080 | 2389 |
| li1 | - | - | - | 2527 |
-- cells by family (layout without fill, tap and decap cells) --
family | count (synthesis) | after routing
AND/OR/NAND/NOR | 184 | 184
flip-flops | 67 | 67
adder cells (fa/ha/maj) | 33 | 33
multiplexers | 33 | 33
XOR/XNOR | 27 | 27
AND-OR/OR-AND | 227 | 227
buffers and inverters | 74 | 163
-- cells in the mapped netlist, types with 9 or more instances --
master / number / share of area, %
a21oi_1: 57 / 5.3
a222oi_1: 12 / 2.2
a22oi_1: 11 / 1.5
a31oi_1: 13 / 1.5
buf_2: 16 / 1.5
dfrtp_1: 66 / 31
ha_1: 32 / 7.4
inv_1: 40 / 2.8
mux2i_1: 33 / 6.1
nand2_1: 71 / 5.0
nor2_1: 67 / 4.7
nor4_1: 9 / 1.0
o21ai_0: 24 / 2.2
o21ai_1: 43 / 4.0
xnor2_1: 19 / 3.1
-- area by class of cell --
| type | instances | area, um2 | area share (%) |
|---|---|---|---|
| Clock buffer | 13 | 149 | 2.27 |
| Clock inverter | 2 | 12.5 | 0.191 |
| Inverter | 41 | 154 | 2.34 |
| Multi-Input combinational cell | 504 | 3350 | 51.1 |
| Sequential cell | 67 | 1680 | 25.6 |
| Tap cell | 136 | 170 | 2.59 |
| Timing Repair Buffer | 107 | 1050 | 15.9 |
-- state kept, by name, summed over array words and instances (netlist names) --
signal   cells
reg_a       32
p_state      3
reg_b       32
-- critical path, stage by stage --
cell             delay, ns
clkdlybuf4s50_1       0.46
nand2b_1              0.22
o21ai_1               0.36
a21o_2                0.61
buf_4                 0.50
o21ai_1               0.10
a21oi_1               0.18
-- worst max path at each step --
stage                 start                    to  slack [ns]  cells after the start
after CTS             start  reg_a[1]$_DFFE_PN0P_        8.24                      7
after global routing  start  reg_a[0]$_DFFE_PN0P_        8.04                      7
final                 start  reg_a[3]$_DFFE_PN0P_        8.24                      7
